**/design/flow/run.sh**
```bash
#!/bin/bash
# OpenROAD 26Q1-2900-gdf79404cd8, Yosys 0.63+post, stock flow scripts
make -C /OpenROAD-flow-scripts/flow DESIGN_CONFIG=/design/flow/config.mk WORK_HOME=/design/flow/orfs finish
```
**/design/flow/constraint.sdc**
```tcl
current_design alu_8bit_v0

set clk_period 2.4
set clk_io_pct 0.2

create_clock -name clk0 -period $clk_period

set non_clock_inputs [all_inputs -no_clocks]
set_input_delay [expr $clk_period * $clk_io_pct] -clock clk0 $non_clock_inputs
set_output_delay [expr $clk_period * $clk_io_pct] -clock clk0 [all_outputs]
```
**/design/flow/design.v**
```verilog
module alu_8bit_v0
  (input wire [7:0] a,
   input wire [7:0]  b,
   input wire [1:0]  op,
   output reg [7:0] out);
always @(*) begin
  case (op)
    2'b00: out = a&b;
    2'b01: out = a|b;
    2'b10: out = a^b;
    2'b11:out = ~a; 
    default: out = 0;
    endcase
end
endmodule
```
**/design/flow/config.mk**
```make
export PLATFORM = sky130hd
export DESIGN_NAME = alu_8bit_v0
export DESIGN_NICKNAME = alu_8bit_v0
export VERILOG_FILES = /design/flow/design.v
export SDC_FILE = /design/flow/constraint.sdc
export NUM_CORES = 4
export LEC_CHECK = 1
export CORE_AREA = 10 10 70 70
export DIE_AREA = 0 0 80 80
```
==> out/metrics.csv <==
metric,value,unit
run_status,"finished, final reports clean",
grt_pass1_vias,468,
rsz0062_at_grt,false,
irDropWorstVdd,0.0405,mV
grt_pass1_wl,2.01,mm
place_area,868,sq um
postSynthCellCount,50,
dr.pass1.iters,3,
period_minus_slack,2.34,ns
internal-power,0.0000760,W
max_freq,428,MHz
die_h,80,um
arrival,1.86,ns
post_cts.repair.setup_buffers,0,
yosys.stat.seqShare,0,
drt_iter0_drc,3,
critPathRequiredTime,1.92,ns
io_buffers,26,
ys_warn_count,1,
yosysTopAreaCell,ha_1,
ff_count,0,
finalNonFillerCells,129,
finalHoldViolCount,0,
top_area_frac,0.406,
vias_per_cell,3.43,
crit_path_max_fanout,2,
holdCritPathClass,primary input to output pin,
fp-row-count,21,
synth_area,493,sq um
p_leak,0.485,nW
synth-cells-yosys,50,
total_power,0.000111,W
yosys-stat-area,493,sq um
dpl.cell_count,129,
finalCritPeriodShare,0.975,
area_growth,71.1,%
final_util,0.247,
cp-end-kind,output pin,
maxCapViolCount,0,
warning_count,40,
layout-drive-gt1-share,0.241,
fillCellCount,378,
die_width,80,um
p_clk_frac,0,
chipArea,6400,sq um
startpoint,a[0],
core,3420,sq um
ios,26,
gp_congestion,0.721,
syn_avg_cell_area,9.86,sq um
drt-total-wl,1.20,mm
vias,442,
cpMaxStageDelayCell,clkdlybuf4s50_1,
slowest_delay,0.49,ns
flop_area,0,sq um
report.final.slew_viol_count,0,
grt_start_max_net_pins,9,
wl_per_cell,9.30,um
antenna_found_initial,0,
pwr-share-comb,1.000,
switching_power,0.0000355,W
fin_area,843,sq um
synth.distinct_cells,4,
tightest_slew,0.127,ns
crit_chain,clkdlybuf4s50_1 > inv_2 > ha_1 > mux4_2 > buf_2,
finalSetupViolCount,0,
dpl.hpwl,1.13,mm
p_seq_frac,0,
overflow,0,
fp_util,0.144,
power_density,132,nW/um^2
n_clock_buffer,0,
postRouteAntennaNets,0,
start_kind,primary input,
p_sw_frac,0.319,
grt_usage,0.0373,
topCellsByArea,"ha_1 (41%), mux4_2 (37%), inv_1 (18%)",
mi_logic_area,380,sq um
max_slew_margin,0.915,
antennaDiodeCount,0,
drc_errors,0,
crit_path_end,out[0],
critPathKind,primary input to output pin,
-- placed cells by master (no fill, tap or decap), drive strengths merged --
cell           count
inv               24
dlygate4sd2       18
ha                16
buf               11
mux4               8
clkdlybuf4s50      3
dlymetal6s2s       3
-- per-layer routing --
layer  GRT usage  up-vias  share of wire  wire length, um
met5           0        -              0                0
li1            -      226              -                -
met3     0.00795        0          0.093              112
met1      0.0408      201           0.39              462
met2      0.0746       15           0.52              624
met4           0        0              0                0
-- worst min-delay path by stage --
stage	startpoint	end	slack (ns)	cells after the start
6_report	a[1]	out[1]	1.47	4
5_1_grt	a[1]	out[1]	1.52	4
4_1_cts	a[3]	out[3]	1.69	4
-- final cells by class --
class	count	area share
Multi-Input combinational cell	24	0.451
Inverter	24	0.107
Timing Repair Buffer	35	0.374
Tap cell	46	0.0682
-- cell usage after synthesis --
cell,number
buf_6,2
ha_1,16
inv_1,24
mux4_2,8
-- critical path, delay by kind of cell --
kind                     cells  cell delay, ns
multiplexers                 1            0.44
buffers and inverters        3            0.66
adder cells (fa/ha/maj)      1            0.26
-- power groups by stage --
stage | sequential [W] | clock, W | combinational [W]
after global routing | 0 | 0 | 0.000127
final | 0 | 0 | 0.000111
after CTS | 0 | 0 | 0.000116
-- what timing repair did --
action,CTS,global route
setup endpoints to repair,8,5
hold buffers,0,0
resized,24,4
pin swaps,0,1
-- per-stage QoR --
step                      TNS (ns)  setup WS [ns]  hold WS [ns]
after floorplan                  0          0.729          1.20
after global placement       -1.97         -0.258          2.13
after detailed placement     -2.11         -0.290          2.14
after CTS                        0         0.0218          1.69
after global routing             0        0.00104          1.52
final                            0         0.0612          1.47
-- cell families (layout without fill, tap and decap cells) --
group,Yosys count,count (layout),share of synthesized area
mux,8,8,0.365
fa+ha+maj,16,16,0.406
buf+inv,26,59,0.228
Power and IR drop assume default switching activity.
