File: run.sh
#!/bin/bash
# OpenROAD 26Q1-2900-gdf79404cd8, Yosys 0.63+post, stock flow scripts
make -C /OpenROAD-flow-scripts/flow DESIGN_CONFIG=/design/flow/config.mk WORK_HOME=/design/flow/orfs finish
File: config.mk
export PLATFORM = sky130hd
export DESIGN_NAME = alu32
export DESIGN_NICKNAME = alu32
export VERILOG_FILES = /design/flow/design.v
export SDC_FILE = /design/flow/constraint.sdc
export NUM_CORES = 4
export LEC_CHECK = 1
export CORE_AREA = 10 10 113 113
export DIE_AREA = 0 0 123 123
File: constraint.sdc
current_design alu32

set clk_period 33.6
set clk_io_pct 0.2

create_clock -name clk0 -period $clk_period

set non_clock_inputs [all_inputs -no_clocks]
set_input_delay [expr $clk_period * $clk_io_pct] -clock clk0 $non_clock_inputs
set_output_delay [expr $clk_period * $clk_io_pct] -clock clk0 [all_outputs]
File: design.v
`timescale 1ns / 1ns
module alu32(
    input wire [2:0] control_in,
    input wire [31:0] a_in,
    input wire [31:0] b_in,
    output reg [31:0] out
    );
    always @ *
    case(control_in)
    3'b000: out = a_in + b_in;
    3'b001: out = a_in - b_in;
    3'b010: out = a_in & b_in;
    default: out = 0; 
    endcase
endmodule
==> impl_metrics.yaml <==
# yosys + openroad results
synthesis:
  top_cells_by_count: "o21ai_0 (54), nand2_1 (45), a21oi_1 (41), nand3_1 (36), xor2_1 (36)"
  area_leaders: "ha_1 (14%), xor2_1 (11%), o21ai_0 (9.4%)"
  yosysUniqueCellTypes: 59
  syn_area_um2: 2890
  syn_area_per_cell_um2: 6.52
  yosysWarnings: 1
  syn-instance-count: 443
  ys_cells: 443
  largest_area_cell: "ha_1"
  top_cell: "o21ai_0"
  synth_seq_share: 0
  top_area_frac: 0.143
  ys_chip_area_um2: 2890
final_timing:
  tns_ns: 0
  post-route-min-period_ns: 18.19
  fin_crit_sh: 0.541
  rsz0062_at_grt: "false"
  worst_slew_pin_slew_ns: 0.808
  drv_slew: 0
  hold_violations: 0
  setup_violations: 0
  slew_headroom: 0.459
  fmax_ghz: 0.0550
  setup_ws_ns: 15.41
  hold-worst-slack_ns: 14.42
finish:
  flop-count: 0
  seq_area_um2: 0
  logic_area_um2: 2770
  syn2layout_area_growth_pct: 38.1
  nFillCells: 1091
  clockBufferCount: 0
  layout.cells.non_filler: 661
  drive_gt1_frac: 0.0362
grt:
  grt_max_degree: 32
  grtUsageTotal: 0.138
  grt_pass1_wl_um: 17500
  antenna_found_initial: 0
  grt_remaining_overflow: 0
  first_global_vias: 3471
power_and_ir_drop:
  power_density_nw_per_um2: 19.0
  leakagePower_nw: 1.56
  ir_drop_mv: 0.00717
  total_power_mw: 0.0757
min_path:
  hold_path_class: "input pin to primary output"
  hold-path-endpoint: "out[21]"
  hold_path_startpoint: "a_in[21]"
  hold_path_depth: 4
clock_tree:
  cts_setup_buffers: 0
  cts_resized: 0
  hold_buffers: 0
critical_path:
  path_class: "input pin to primary output"
  cpMaxStageDelayCell: "o41ai_1"
  crit_chain: "clkdlybuf4s50_1 > or3_1 > or3_4 > nor3_4 > nand2_2 > nor3_2 > a21oi_1 > xnor2_1 > ha_1 > nand2_1 > o21ai_0 > o41ai_1 > o2bb2ai_1 > a211oi_1 > xor2_1 > o21ai_0 > clkdlybuf4s50_1"
  worstSetupEndpointType: "primary output"
  setup.worst_path.start_class: "input pin"
  cp.arrival_ns: 11.47
  cp_max_fo: 8
  required_ns: 26.88
  critPathMaxStageDelay_ns: 0.57
placed_design:
  dp_hpwl_um: 9300
  place_congestion: 1.06
  place_inst: 661
  place_ws_ns: 15.37
  io_buffers: 99
run_status:
  status: "complete, no violations"
floorplan:
  dieArea_um2: 15100
  ios: 99
  die_y_um: 123
  core_area_um2: 10300
  initial_core_util: 0.280
  num_rows: 37
  fp.dieW_um: 123
detailed_routing:
  wl_um: 10800
  ant_nets: 0
  antennaDiodeCount: 0
  vias_per_cell: 5.37
  firstDrtPassIters: 4
  drt_iter0_drc: 157
  wl_per_cell_um: 16.4
  drc: 0
  vias: 3552
job:
  cap_violations: 0
  warnings: 33
-- placed cells by master (no fill, tap or decap), drive strengths merged, types with 6 or more instances in the layout --
cell type,count
a21o,10
a21oi,41
clkdlybuf4s50,99
ha,33
inv,11
nand2,46
nand3,36
nor2,33
nor3,11
nor4,6
o21ai,56
o31ai,11
or3,8
or4,7
xnor2,18
xor2,36
-- layout make-up --
cell class,count,area share
well taps,136,0.0426
inverters,11,0.0103
repair buffers,101,0.252
multi-input cells,413,0.695
-- through the flow --
| step | cell area, µm² | util |
|---|---|---|
| 3_5_place_dp | 3990 | 0.386 |
| 6_report | 3990 | 0.386 |
| 4_1_cts | 3990 | 0.386 |
| 5_1_grt | 3990 | 0.386 |
| 2_1_floorplan | 2890 | - |
| 3_3_place_gp | 3990 | 0.386 |
-- cells by family after synthesis --
group,after synthesis,share of synthesized area
AND/OR/NAND/NOR,168,0.303
AND-OR/OR-AND,155,0.331
XOR/XNOR,54,0.166
adder cells (fa/ha/maj),34,0.150
buffers and inverters,30,0.0420
multiplexers,2,0.00736
-- critical path: cells and delay by family --
family                     cells  cell delay (ns)
and+or+nand+nor                6             1.60
xor gates and xnor gates       2             0.27
adders and majority gates      1             0.38
buffers and inverters          2             0.98
AOI/OAI and AO/OA              6             1.51
-- report_power, final --
part / total [mW] / leakage, nW / internal (mW) / switching [mW]
Clock: 0 / 0 / 0 / 0
Combinational: 0.0757 / 1.56 / 0.0365 / 0.0393
Sequential: 0 / 0 / 0 / 0
Total: 0.0757 / 1.56 / 0.0365 / 0.0393
-- layer usage --
| layer | part of all wire | up-vias | track usage |
|---|---|---|---|
| li1 | - | 1826 | - |
| met1 | 0.47 | 1644 | 0.195 |
| met2 | 0.47 | 82 | 0.227 |
| met3 | 0.059 | 0 | 0.0227 |
| met4 | 0 | 0 | 0.00655 |
| met5 | 0 | - | 0 |
-- worst max-delay path by stage --
stage                   start      end  slack [ns]
final                 b_in[4]  out[29]       15.41
after global routing  b_in[4]  out[31]       14.96
after CTS             b_in[4]  out[29]       15.34
Power is estimated from default activity; no workload was simulated.
